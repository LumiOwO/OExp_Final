==> config.mk <==
export PLATFORM = sky130hd
export DESIGN_NAME = Multi_8CH32
export DESIGN_NICKNAME = Multi_8CH32
export VERILOG_FILES = /design/flow/design.v
export SDC_FILE = /design/flow/constraint.sdc
export NUM_CORES = 4
export LEC_CHECK = 1
export CORE_AREA = 10 10 190 190
export DIE_AREA = 0 0 200 200
==> constraint.sdc <==
current_design Multi_8CH32

set clk_period 6.3
set clk_io_pct 0.2

create_clock -name clk0 -period $clk_period [get_ports {clk}]

set non_clock_inputs [all_inputs -no_clocks]
set_input_delay [expr $clk_period * $clk_io_pct] -clock clk0 $non_clock_inputs
set_output_delay [expr $clk_period * $clk_io_pct] -clock clk0 [all_outputs]
==> design.v <==
module MUX8T1_32(
	input wire [2:0] s,
	input wire [31:0] I0,
	input wire [31:0] I1,
	input wire [31:0] I2,
	input wire [31:0] I3,
	input wire [31:0] I4,
	input wire [31:0] I5,
	input wire [31:0] I6,
	input wire [31:0] I7,
	output reg [31:0] o
);
	always @ (*) begin
		case(s)
			3'b000:  o <= I0;
			3'b001:  o <= I1;
			3'b010:  o <= I2;
			3'b011:  o <= I3;
			3'b100:  o <= I4;
			3'b101:  o <= I5;
			3'b110:  o <= I6;
			3'b111:  o <= I7;
		endcase
	end
endmodule
module MUX8T1_8(
	input wire [2:0] s,
	input wire [7:0] I0,
	input wire [7:0] I1,
	input wire [7:0] I2,
	input wire [7:0] I3,
	input wire [7:0] I4,
	input wire [7:0] I5,
	input wire [7:0] I6,
	input wire [7:0] I7,
	output reg [7:0] o
);
	always @ (*) begin
		case(s)
			3'b000:  o <= I0;
			3'b001:  o <= I1;
			3'b010:  o <= I2;
			3'b011:  o <= I3;
			3'b100:  o <= I4;
			3'b101:  o <= I5;
			3'b110:  o <= I6;
			3'b111:  o <= I7;
		endcase
	end
endmodule
module Multi_8CH32(
	input wire clk,
	input wire rst,
	input wire EN,
	input wire [2:0] Test,
	input wire [63:0] point_in,
	input wire [63:0] LES,
	input wire [31:0] Data0,
	input wire [31:0] data1,
	input wire [31:0] data2,
	input wire [31:0] data3,
	input wire [31:0] data4,
	input wire [31:0] data5,
	input wire [31:0] data6,
	input wire [31:0] data7,
	output wire [7:0] point_out,
	output wire [7:0] LE_out,
	output wire [31:0] Disp_num
);
	reg [31:0] disp_data = 32'hAA55_55AA;
	reg [7:0] cpu_LE = 8'b1111_1111;
	reg [7:0] cpu_point = 4'b0000_0000;
	always @ (posedge clk) begin
		if(EN) begin
			disp_data 	<= Data0;
			cpu_LE 		<= LES[7:0];
			cpu_point	<= point_in[7:0];
		end else begin
			disp_data	<= disp_data;
			cpu_LE		<= cpu_LE;
			cpu_point	<= cpu_point;
		end
	end
	MUX8T1_32 MUX1_DispData(
		.I0(disp_data),
		.I1(data1),
		.I2(data2),
		.I3(data3),
		.I4(data4),
		.I5(data5),
		.I6(data6),
		.I7(data7),
		.s(Test),
		.o(Disp_num)
	);
	MUX8T1_8 MUX2_LE(
		.I0(cpu_LE),
		.I1(LES[15:8]),
		.I2(LES[23:16]),
		.I3(LES[31:24]),
		.I4(LES[39:32]),
		.I5(LES[47:40]),
		.I6(LES[55:48]),
		.I7(LES[63:56]),
		.s(Test),
		.o(LE_out)
	);
	MUX8T1_8 MUX3_Point(
		.I0(cpu_point),
		.I1(point_in[15:8]),
		.I2(point_in[23:16]),
		.I3(point_in[31:24]),
		.I4(point_in[39:32]),
		.I5(point_in[47:40]),
		.I6(point_in[55:48]),
		.I7(point_in[63:56]),
		.s(Test),
		.o(point_out)
	);
endmodule
==> run.sh <==
#!/bin/bash
# OpenROAD 26Q1-2900-gdf79404cd8, Yosys 0.63+post, stock flow scripts
make -C /OpenROAD-flow-scripts/flow DESIGN_CONFIG=/design/flow/config.mk WORK_HOME=/design/flow/orfs finish
==> summary.txt <==
Flow results.

- TritonRoute output was used to compute an average wire per cell of 21.3 microns.
- OpenROAD emitted warnings numbering 26.
- On the worst setup and hold paths after CTS, the clock-pin slew comes to 80 ps.
- Once iteration 0 of detailed routing completed, the report listed 113 DRC markers.
- The clock period minus worst slack is 5020 ps.
- For this run, the chip area from Yosys synthesis comes to 0.00449 sq mm.
- The fraction of power consumed by combinational cells is 44.7%.
- For the worst setup path, the data required time is 5040 ps.
- The setup total negative slack is 0 ps.
- The die extent in x is 200 microns.
- Looking at the critical path, the highest net fanout was 38.
- The type of the worst min-delay path is input pin to register.
- Detailed routing inserted a total of 5526 vias.
- The detail route stage leaves a number of antenna-violating nets equal to 0.
- Among all stages on the critical path, the maximum delay recorded is 580 ps.
- The buffering stage count on the worst path with inverters included is 3.
- The highest achievable clock rate is 199 MHz.
- The synthesis warning total is 3.
- The H-tree level count is 2.
- The final timing summary puts the cycle share of the worst path at 79.7%.
- Among the stages of the critical path, the cell type that occurs most often is sky130_fd_sc_hd__buf_4.
- The power density over the cells is 129 mW/mm^2.
- Setup repair after global routing left no endpoint under its margin.
- The number of filler instances in the final layout is 3367.
- The wire length of the first global-routing pass is 39100 microns.
- The area of all placed cells without fillers is 0.00938 sq mm.
- The fraction of the core area occupied by cells at floorplan is 14.1%.
- The iteration count recorded for the first detailed-route pass is 6.
- The proportion of layout cells with a drive suffix above 1 is 2.75%.
- The post-synthesis average cell area is 9.57 sq um.
- The number of distinct library cells after synthesis is 22.
- Ranking logic cells in the layout by count gives the top entries 432 x sky130_fd_sc_hd__clkdlybuf4s50_1, 127 x sky130_fd_sc_hd__mux2i_1, 58 x sky130_fd_sc_hd__nor2_1, 48 x sky130_fd_sc_hd__edfxtp_1, 40 x sky130_fd_sc_hd__a211oi_1.
- The net switching power is 0.322 mW.
- In this run the worst setup path terminates at Disp_num[25].
- The placement stage leaves a total instance area of 0.00923 sq mm.
- In this run the maximum-capacitance check reported violations numbering 0.
- The root buffer cell chosen for the clock tree is sky130_fd_sc_hd__clkbuf_16.
- For this run, the detailed router reports a per-instance via density of 4.21.
- The worst setup path is launched from an input pin.
- The number of instances resized during post-cts repair is 0.
- Synthesis produced a netlist whose cell count is 469.
- The sequential cell fraction of total power is 32.0%.
- The category of the most critical setup path is input pin to output port.
- Counting along the longest clock path gives a buffer depth of 2.
- The cell count in the Yosys report is 469.
- For reference, the final report shows the hold violation count at 0.
- RePlAce ended its routability-driven mode at a weighted congestion of 0.875.
- TritonCTS built the clock tree.
- The number of synthesized flops with an enable pin is 48.
- The launching element of the worst setup path is Test[1].
- Pin placement for this block handled 438 I/O pins.
- Entering global routing, the biggest net connects 68 pins.
- The arrival time reported for the critical path endpoint is 3760 ps.
- The final timing report counts setup violations totalling 0.
- The analysis attributes to cell leakage a power of 3.54 nW.
- Clock tree synthesis inserted a total of 5 buffers.
- The initial antenna violation count is 5.
- The top logic cell by instance count in the layout is sky130_fd_sc_hd__clkdlybuf4s50_1.
- The mapped cell area is 0.00449 sq mm.
- Detailed placement ended at an HPWL of 22600 microns.
- The number of global-route vias before repair is 6084.
- The layout overhead on the synthesized area is 109%.
- The overall routed net length is 28000 microns.
- The post-CTS setup-driven buffer insertion count is 0.
- Of the synthesized area, sequential elements account for 32.1%.
- According to the floorplan report, the die height is 200 microns.
- The area of the core region is 0.0318 sq mm.
- The transition time recorded at the tightest slew-check pin is 842 ps.
- The worst setup path is captured at an output port.
- The global-route usage over all layers is 13.3%.
- Per the placement report, the placed cell count is 1301.
- The number of buffers added on ports is 436.
- The number of buffers inserted by hold repair at cts is 0.
- The kind of cell adding the most delay to the critical path is buffers and inverters.
- Traced cell by cell, the critical path runs through buf_4 -> nand2b_2 -> buf_4 -> nor2_1 -> a211oi_1 -> o22a_1 -> clkdlybuf4s50_1.
- The library cell contributing the largest single delay on the critical path is sky130_fd_sc_hd__nand2b_2.
- The clock sink count is 48.
- The final number of max-transition violations is 0.
- The commonest register cell is sky130_fd_sc_hd__edfxtp_1.
- The final standard cell count with taps included and fillers excluded is 1312.
- The cell count of the worst hold path is 1.
- For this run the aggregate overflow at the end of global routing stands at 0.
- Looking at the power breakdown, the clock network takes 23.4% of the total.
- The proportion of total power due to net switching is 26.6%.
- After floorplanning, the core was divided into 65 placement rows.
- In the power breakdown, the internal column shows 0.886 mW.
- The slew check shows that the tightest pin keeps a relative margin of 43.6%.
- The worst supply voltage drop on vdd is 0.0000961 V.
- For this run, design rule violations remaining after detail routing come to 0.
- After floorplanning, the die was sized to cover 0.0400 sq mm.
- The async set-reset flop share out of synthesis is 0%.
- The flow ran to the end, and the final reports show no timing, DRC or antenna violations.
- The flip-flop and latch count after synthesis is 48.
- The critical path crosses 7 cells after its start point.
per-stage QoR:
| step | power [mW] | setup slack, ps | util, % | hold slack, ps |
|---|---|---|---|---|
| finish | 1.21 | 1280 | 29.5 | 1500 |
| global route | 1.28 | 1040 | 29.5 | 1490 |
| CTS | 1.24 | 1210 | 29.5 | 1490 |
| detailed placement | 0.938 | 1220 | 29.0 | 1820 |
| global placement | 0.936 | 1250 | 29.0 | 1820 |
| floorplan | 0.556 | 2780 | - | 1360 |
worst min path at each step:
| stage | from | end | slack (ps) |
|---|---|---|---|
| after global routing | Data0[5] | disp_data[5] | 1490 |
| after CTS | Data0[4] | disp_data[4] | 1490 |
| final | Data0[4] | disp_data[4] | 1500 |
routing by layer:
metal / track usage [%] / up-vias / routed length [microns]
met5: 0 / - / 26
met4: 2.86 / 4 / 612
met3: 5.56 / 32 / 3520
met2: 22.2 / 328 / 13100
met1: 15.6 / 2500 / 10700
li1: - / 2662 / -
layout make-up:
cell class                 count  area, sq um  share of cell area (%)
timing repair buffer         445         4450                    47.4
multi-input combinational    365         2770                    29.5
sequential                    48         1440                    15.4
tap                          435          544                    5.80
clock buffer                   5          125                    1.33
inverter                       8         30.0                   0.320
clock inverter                 3         13.8                   0.147
antenna                        3         7.51                  0.0801
sequential cells by signal (all words and copies together), names as in the netlist:
signal     flops
disp_data     32
cpu_LE         8
cpu_point      8
kinds of logic after synthesis:
family | after synthesis | share of synthesized area (%)
mux | 127 | 28.3
buf+inv | 56 | 6.44
simple gates | 78 | 7.41
compound gates | 160 | 25.7
flops | 48 | 32.1
synth_stat cells (10+ instances only):
cell type | number | share of area (%)
sky130_fd_sc_hd__nand2b_1 | 10 | 1.4
sky130_fd_sc_hd__edfxtp_1 | 48 | 32
sky130_fd_sc_hd__buf_4 | 13 | 2.2
sky130_fd_sc_hd__mux2i_1 | 127 | 28
sky130_fd_sc_hd__nor2_1 | 58 | 4.8
sky130_fd_sc_hd__buf_2 | 12 | 1.3
sky130_fd_sc_hd__clkbuf_1 | 19 | 1.6
sky130_fd_sc_hd__o22a_1 | 39 | 7.6
sky130_fd_sc_hd__a211oi_1 | 40 | 6.7
sky130_fd_sc_hd__a21oi_1 | 25 | 2.8
sky130_fd_sc_hd__o22ai_1 | 39 | 5.4
power by group through the flow:
stage                 Sequential (mW)  Clock [mW]  Combinational, mW
after CTS                       0.387       0.304              0.547
after global routing            0.389       0.312              0.581
final                           0.386       0.282              0.539
Power and IR drop assume default switching activity.
